==> ./design.v <==
`timescale 1ns / 1ps
module Baud_Gen(
                    input wire reset,
                    input wire clk,
                    input wire [1:0] baud_rate,
                    output reg baud_clk
                );
    reg [10:0] clk_tick;
    reg [10:0] final_val;
    always @(*)
    begin
        case(baud_rate)
        0: final_val = 11'd651;    
        1: final_val = 11'd326;     
        2: final_val = 11'd163;     
        3: final_val = 11'd81;     
        default: final_val = 11'd0;
     endcase 
     end
     always @(negedge reset, posedge clk)
     begin
        if(!reset)
        begin
            clk_tick <= 11'd0;
            baud_clk <= 1'b0;
        end
        else
        begin
            if (clk_tick == final_val)
            begin
                clk_tick <= 11'b0;
                baud_clk <= ~baud_clk;
            end 
            else
            begin
                clk_tick <= clk_tick + 1'd1;
                baud_clk <= baud_clk;
            end 
        end 
    end 
endmodule
`timescale 1ns / 1ps
module Parity_check(
                    input wire reset,
                    input wire [7:0] din,
                    input wire [1:0] parity_type,
                    output reg parity_bit
    );
    always @(*)
    begin
        if(!reset) parity_bit = 1'b1;
        else
        begin
            case (parity_type)
            2'b01: parity_bit = ~^din;   
            2'b10: parity_bit = ^din;   
            default: parity_bit = 1'b1;
            endcase
        end 
    end
endmodule
`timescale 1ns / 1ps
module UART_top_module(     input wire reset,
                            input wire clk,
                            input wire [1:0] baud_rate,
                            input wire [7:0] data_TX,
                            input wire data_RX,
                            input wire [1:0] parity_type,
                            input wire enable,
                            output wire sending,
                            output wire out_TX,
                            output wire recieve_flag,
                            output wire [7:0] out_RX,
                            output wire parity_bit_RX);
    wire baud_clk;
    wire parity_bit_TX;
        Baud_Gen uut1 (
                        .reset(reset),
                        .clk(clk),
                        .baud_rate(baud_rate),
                        .baud_clk(baud_clk)
                       );
        Parity_check uutTX (
                            .reset(reset),
                            .din(data_TX),
                            .parity_type(parity_type),
                            .parity_bit(parity_bit_TX)                           
                           );
        Parity_check uutRX (
                            .reset(reset),
                            .din(out_RX),
                            .parity_type(parity_type),
                            .parity_bit(parity_bit_RX)                           
                           );                                    
        uart_tx uut4 (
                        .baud_clk(baud_clk),
                        .din(data_TX),
                        .enable(enable),
                        .reset(reset),
                        .sending(sending),
                        .out(out_TX),
                        .parity_bit(parity_bit_TX)                   
                      );
    uart_rx uut5 (
                    .baud_clk(baud_clk),
                    .din(data_RX),
                    .reset(reset),
                    .recieve_flag(recieve_flag),
                    .out(out_RX)          
                 );                      
endmodule
`timescale 1ns / 1ps
module uart_rx(input wire din,
                input wire baud_clk,
                input wire reset,
                output reg [7:0] out,
                output reg recieve_flag);
  parameter idle = 1'b0, recieve = 1'b1;
  reg [3:0] idx = 4'b0;
  reg current_state;
  reg [3:0] oversample_cnt = 4'b0;
  reg [0:9] frame = 0;
  parameter CLK_DIV = 1;
  parameter bit_cnt = 1;  
  reg flag = 1;
  always @ (posedge baud_clk or negedge reset)
    begin
      if(!reset) begin
        current_state <= idle;
        recieve_flag <= 0;
        out <= 0;
        idx <= 4'b0;
      end
      else begin
        case (current_state)
          idle: begin
            recieve_flag <=0;
            idx <= 4'b0;
            if(!din ) begin
              current_state <= recieve;
              recieve_flag <= 1;
            end
          end
          recieve: begin
            if (oversample_cnt == 4'd7) begin
                if(idx == 11) begin
                    current_state <= idle;
                    recieve_flag <= 0;
                    idx <= 0;
                    out <= frame[1:8];
                    oversample_cnt <= 4'd0;
                end else begin
                    flag <= ~flag;
                    frame[idx] <= din;
                    idx <= idx + 1;
                    oversample_cnt <= oversample_cnt + 1;
                end
            end else if (oversample_cnt == 4'd15) begin
                oversample_cnt <= 0;
            end else begin
                oversample_cnt <= oversample_cnt + 1;
                end
            end
          default: begin
            current_state <= idle;
            end
          endcase 
       end
    end   
endmodule
`timescale 1ns / 1ps
module uart_tx(input wire baud_clk,
               input wire [7:0] din,
               input wire enable,
               input wire reset,
               input wire parity_bit,
               output reg sending,
               output reg out
);
  reg current_state;
  parameter idle = 1'b0, send = 1'b1;
  reg [10:0] frame = 11'b0;
  reg [3:0] idx = 4'b0;
  reg [3:0] oversample_cnt = 4'b0;  
  always @ (posedge baud_clk or negedge reset)
    begin
      if(!reset) begin
        current_state <= idle;
        sending <= 1'b0;
      	out <= 1'b1;
        idx <= 4'b0;
        oversample_cnt  <= 4'd0;
    	end else begin
      case (current_state)
        idle: begin
          sending <= 1'b0;
          out <= 1'b1;
          idx <= 4'b0;
          oversample_cnt  <= 4'd0;
          if(enable) begin
            frame <= {1'b1, parity_bit, din, 1'b0};
            sending <= 1'b1;
            current_state <= send;
          end
        end
        send: begin
          sending <= 1'b1;
          if(oversample_cnt == 4'd15) begin
            oversample_cnt <= 4'b0;
            if(idx == 11) begin
                current_state <= idle;
            end else begin
                out <= frame[idx];
                idx <= idx + 1;
            end
          end else begin
            oversample_cnt <= oversample_cnt + 1;
          end
          end
      default: begin
        current_state <= idle;
      end
      endcase
    end
    end
endmodule
==> ./run.sh <==
#!/bin/bash
# OpenROAD 26Q1-2900-gdf79404cd8, Yosys 0.63+post, stock flow scripts
make -C /OpenROAD-flow-scripts/flow DESIGN_CONFIG=/design/flow/config.mk WORK_HOME=/design/flow/orfs finish
==> ./config.mk <==
export PLATFORM = sky130hd
export DESIGN_NAME = UART_top_module
export DESIGN_NICKNAME = UART_top_module
export VERILOG_FILES = /design/flow/design.v
export SDC_FILE = /design/flow/constraint.sdc
export NUM_CORES = 4
export LEC_CHECK = 1
export CORE_UTILIZATION = 50
==> ./constraint.sdc <==
current_design UART_top_module

set clk_period 2.9
set clk_io_pct 0.2

create_clock -name clk0 -period $clk_period [get_ports {clk}]

set non_clock_inputs [all_inputs -no_clocks]
set_input_delay [expr $clk_period * $clk_io_pct] -clock clk0 $non_clock_inputs
set_output_delay [expr $clk_period * $clk_io_pct] -clock clk0 [all_outputs]
==> CHANGELOG.md <==
### Physical design

- Status: complete, no violations
- Combinational power share: 0.179
- Number of global-route vias before repair: 1849
- R2R Setup Slk: 980 ps
- Max frequency: 392 MHz
- Initial antenna violation count: 0
- Synth unique cells: 49
- Synthesized flop and latch total: 59
- Ys async rst share: 0.627
- Chip area: 6740 um^2
- Crit path from: parity_type[0]
- Synth area leaders: dfrtp_1 28%, edfxtp_1 21%, ha_1 6.6%, xnor2_1 5.7%, mux2_2 5.6%
- Top-area cell share: 0.281
- Crit path required time: 2320 ps
- Synthesis area per yosys: 3210 um^2
- DR WL met3: 103 um
- CORE AREA: 6060 um^2
- Register Area: 1590 um^2
- Fraction of layout instances using a drive strength above 1: 0.105
- GRT Residual Overflow: 0
- Routed WL: 5110 um
- Root buffer cell: clkbuf_8
- CP endpoint: parity_bit_RX
- First-pass GRT wire length: 8770 um
- # DRC: 0
- I/O pin count: 28
- Hold buffer count at CTS: 0
- Min Hold Slack: 431 ps
- Max-slew violations: 0
- Capturing point of the worst reg2reg path: uut1.clk_tick[5]$_DFF_PN0_
- Cell area power density: 117 nW/um^2
- Detail Route Antenna Nets: 0
- Leak Pwr: 1.46 nW
- Cell Area, Placed: 3560 um^2
- Seq pwr share: 0.408
- Die W: 82.1 um
- Top-count cell post-synth: dfrtp_1
- Commonest cells in the synthesized netlist: 36 x dfrtp_1, 28 x nor2_1, 22 x edfxtp_1
- Leading area contributor after synthesis: dfrtp_1
- R2r worst-path depth: 6
- Sw Share: 0.220
- Placer congestion estimate: 0.789
- Mean routed wirelength per cell: 13.1 um
- Setup violators final: 0
- Clk slew on worst S/H paths: 50 ps
- Net switching power: 0.0000929 W
- Setup crit start kind: primary input
- Final hold vios: 0
- Port Buf Inserts: 27
- H-tree Lvls: 1
- Internal power: 0.000329 W
- Post-DP HPWL: 3750 um
- Setup tns final: 0 ps
- Layout area overhead: 12.9%
- CTS buffer count: 3
- Syn Inst Count: 285
- Clk buf depth: 2
- CTS tree: done
- Synthesized area: 3210 um^2
- Ys Warns: 4
- TritonRoute pass-1 iters: 4
- Floorplan core density: 0.529
- Seq share, synth: 0.495
- Top Metal Used: met4
- Worst vdd ir: 0.000232 V
- Endpoints left unconstrained: 79
- Flip-flops with a built-in enable: 22
- Max_slew headroom: 0.459
- RSZ-0062 raised after global routing: no
- Largest net degree at the start of global routing: 48
- Top_reg_cell synth: dfrtp_1
- Row count: 28
- OpenROAD warnings: 30
- Finished Cell Area: 3620 um^2
- Max-Cap Viols: 0
- Filler cell count: 507
- Slew @ Worst Pin: 808 ps
- M1 WL: 2850 um
- Hold Crit Class: primary input to async pin
- Cell count listed in synth_stat.txt: 285
- Number of setup buffers added after CTS: 0
- Post-layout period usage: 0.881
- CTS resizes: 0
- GR Util All Layers: 0.176
- Antenna diodes: 0
- Met2 Wirelength: 2150 um
- Worst Skew: 1.12 ps
- Reg2reg start: uut1.clk_tick[1]$_DFF_PN0_
- Crit end category: primary output
- Register pins left without a clock: 47
- Mean Syn Cell Area: 11.2 um^2
- Minimum clock period: 2550 ps
- DR vias: 2040
- Vias per cell: 5.24
- Critical path class: primary input to primary output
- Insertion Delay late pin: 230 ps
- Clock share of power: 0.413
- Critical path fanouts, max: 3
- Die Y: 82.1 um
- Initial DRC count: 55
- Logic area: 1530 um^2
- Critical path arrival: 1970 ps
## worst min-delay path by stage
stage	start	end	slack [ps]	cells after the start
after CTS	reset	uut1.baud_clk$_DFFE_PN0N_	460	2
after global routing	reset	uut1.clk_tick[10]$_DFF_PN0_	480	2
final	reset	uut1.clk_tick[0]$_DFF_PN0_	430	2
## power groups by stage
stage,combinational [W],sequential [W],clock [W]
6_report,0.0000756,0.000172,0.000174
5_1_grt,0.0000858,0.000172,0.000187
4_1_cts,0.0000778,0.000172,0.000180
## state kept, by name, summed over array words and instances (netlist names)
name	cells
uut4.frame	10
uut5.current_state	1
uut5.oversample_cnt	4
uut4.current_state	1
uut4.sending	1
uut5.idx	4
uut1.clk_tick	11
uut5.out	8
uut4.out	1
uut1.baud_clk	1
uut5.frame	8
uut4.oversample_cnt	4
uut4.idx	4
uut5.recieve_flag	1
## cell families (layout without fill, tap and decap cells)
group,Yosys count,after routing,synth area share
AND/OR/NAND/NOR,102,102,0.175
flip-flops,59,59,0.495
XOR/XNOR,33,33,0.0925
AND-OR/OR-AND,30,30,0.0609
multiplexers,23,23,0.0820
buffers and inverters,20,49,0.0269
adder cells (fa/ha/maj),17,17,0.0664
other,1,1,0.00117
## metrics by stage
step,utilization,instances,power (W),setup WS [ps]
floorplan,-,285,0.000208,984
global placement,0.588,385,0.000252,280
detailed placement,0.588,385,0.000252,212
CTS,0.597,389,0.000430,335
global route,0.597,389,0.000445,239
finish,0.597,389,0.000422,346
## per-layer routing
layer	track usage	up-vias
met5	0	-
met4	0.00702	0
met3	0.0147	2
met2	0.250	24
met1	0.326	951
li1	-	1063
## final cells by class
class / count / area share
flip-flops and latches: 59 / 0.439
clock buffers: 4 / 0.0152
inverters: 13 / 0.0135
repair buffers: 32 / 0.0837
multi-input cells: 206 / 0.423
well taps: 75 / 0.0259
## layout by cell type, fill, tap and decap left out, drive strengths merged, types with 2 or more instances in the layout
cell,n
a21boi,2
a21oi,11
a31oi,3
and2,7
and2b,2
and3,3
buf,6
clkbuf,4
clkdlybuf4s50,26
dfrtp,36
edfxtp,22
ha,17
inv,13
mux2,16
mux2i,6
nand2,12
nand2b,7
nand3,10
nand3b,6
nand4,5
nor2,28
nor2b,3
nor3,7
nor3b,2
nor4,2
nor4b,2
o21ai,6
or2,2
xnor2,21
xor2,12
## worst max-delay path, cell delays in order
cell and delay [ps]:
clkdlybuf4s50_1 480, inv_1 50, ha_1 300, nand3b_1 160
clkdlybuf4s50_1 400
Power is estimated from default activity; no workload was simulated.
