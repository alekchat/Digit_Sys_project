### flow/run.sh
#!/bin/bash
# OpenROAD 26Q1-2900-gdf79404cd8, Yosys 0.63+post, stock flow scripts
make -C /OpenROAD-flow-scripts/flow DESIGN_CONFIG=/design/flow/config.mk WORK_HOME=/design/flow/orfs finish
### flow/constraint.sdc
current_design UART_RX_top_module

set clk_period 4.9
set clk_io_pct 0.2

create_clock -name clk0 -period $clk_period [get_ports {clk}]

set non_clock_inputs [all_inputs -no_clocks]
set_input_delay [expr $clk_period * $clk_io_pct] -clock clk0 $non_clock_inputs
set_output_delay [expr $clk_period * $clk_io_pct] -clock clk0 [all_outputs]
### flow/design.v
`timescale 1ns / 1ps
module Baud_Gen(
                    input wire reset,
                    input wire clk,
                    input wire [1:0] baud_rate,
                    output reg baud_clk
                );
    reg [10:0] clk_tick;
    reg [10:0] final_val;
    always @(*)
    begin
        case(baud_rate)
        0: final_val = 11'd651;    
        1: final_val = 11'd326;     
        2: final_val = 11'd163;     
        3: final_val = 11'd81;     
        default: final_val = 11'd0;
     endcase 
     end
     always @(negedge reset, posedge clk)
     begin
        if(!reset)
        begin
            clk_tick <= 11'd0;
            baud_clk <= 1'b0;
        end
        else
        begin
            if (clk_tick == final_val)
            begin
                clk_tick <= 11'b0;
                baud_clk <= ~baud_clk;
            end 
            else
            begin
                clk_tick <= clk_tick + 1'd1;
                baud_clk <= baud_clk;
            end 
        end 
    end 
endmodule
`timescale 1ns / 1ps
module Parity_check(
                    input wire reset,
                    input wire [7:0] din,
                    input wire [1:0] parity_type,
                    output reg parity_bit
    );
    always @(*)
    begin
        if(!reset) parity_bit = 1'b1;
        else
        begin
            case (parity_type)
            2'b01: parity_bit = ~^din;   
            2'b10: parity_bit = ^din;   
            default: parity_bit = 1'b1;
            endcase
        end 
    end
endmodule
`timescale 1ns / 1ps
module UART_RX_top_module(  input wire reset,
                            input wire clk,
                            input wire [1:0] baud_rate,
                            input wire din,
                            input wire [1:0] parity_type,
                            output wire recieve_flag,
                            output wire [7:0] out,
                            output wire parity_bit);
    wire baud_clk;
        Baud_Gen uut1 (
                    .reset(reset),
                    .clk(clk),
                    .baud_rate(baud_rate),
                    .baud_clk(baud_clk)
                  ); 
    Parity_check uut2 (
                        .reset(reset),
                        .din(out),
                        .parity_type(parity_type),
                        .parity_bit(parity_bit)                           
                      );    
    uart_rx uut3 (
                    .baud_clk(baud_clk),
                    .din(din),
                    .reset(reset),
                    .recieve_flag(recieve_flag),
                    .out(out)          
                 ); 
endmodule
`timescale 1ns / 1ps
module uart_rx(input wire din,
                input wire baud_clk,
                input wire reset,
                output reg [7:0] out,
                output reg recieve_flag);
  parameter idle = 1'b0, recieve = 1'b1;
  reg [3:0] idx = 4'b0;
  reg current_state;
  reg [3:0] oversample_cnt = 4'b0;
  reg [0:9] frame = 0;
  parameter CLK_DIV = 1;
  parameter bit_cnt = 1;  
  reg flag = 1;
  always @ (posedge baud_clk or negedge reset)
    begin
      if(!reset) begin
        current_state <= idle;
        recieve_flag <= 0;
        out <= 0;
        idx <= 4'b0;
      end
      else begin
        case (current_state)
          idle: begin
            recieve_flag <=0;
            idx <= 4'b0;
            if(!din ) begin
              current_state <= recieve;
              recieve_flag <= 1;
            end
          end
          recieve: begin
            if (oversample_cnt == 4'd7) begin
                if(idx == 11) begin
                    current_state <= idle;
                    recieve_flag <= 0;
                    idx <= 0;
                    out <= frame[1:8];
                    oversample_cnt <= 4'd0;
                end else begin
                    flag <= ~flag;
                    frame[idx] <= din;
                    idx <= idx + 1;
                    oversample_cnt <= oversample_cnt + 1;
                end
            end else if (oversample_cnt == 4'd15) begin
                oversample_cnt <= 0;
            end else begin
                oversample_cnt <= oversample_cnt + 1;
                end
            end
          default: begin
            current_state <= idle;
            end
          endcase 
       end
    end   
endmodule
### flow/config.mk
export PLATFORM = sky130hd
export DESIGN_NAME = UART_RX_top_module
export DESIGN_NICKNAME = UART_RX_top_module
export VERILOG_FILES = /design/flow/design.v
export SDC_FILE = /design/flow/constraint.sdc
export NUM_CORES = 4
export LEC_CHECK = 1
export CORE_UTILIZATION = 30
==> notes.md <==
The implementation run finished. The run finished with clean final reports. The routed layout reports a DRC error count of 0. The worst setup path is captured at a primary output. Looking at hold timing, the worst path starts from uut1.clk_tick[10].

The cell-mix breakdown from Yosys lists the simple-gate area share as 18.3%. Half-perimeter wire length of the detailed placement result landed at 3110 um. Worst clock skew landed at 0.00354 ns. Vertical die dimension landed at 89.8 um. The report lists the cells along the critical path as clkdlybuf4s50_1, inv_1, ha_1, nand2b_1, nor2_1, mux2i_1, clkdlybuf4s50_1.

Total power landed at 208 uW. Via-per-instance ratio landed at 4.98. The worst path in the final design needs a cycle of 3.51 ns, including I/O delays and setup. The path class of the tightest hold or removal check is reg2reg. Synthesis inferred 38 register bits. Fraction of power consumed by combinational cells landed at 9.5%. The worst setup path is launched from an input pin. Data required time of the critical path landed at 3.92 ns. Number of vias in the routed layout landed at 1649. TritonCTS buffer count landed at 3. Storage element area landed at 1010 um2. Yosys mapped a number of flops with a built-in enable equal to 12. The worst setup path is of the in2out kind. After the flow finishes, the layout carries non-filler instances totaling 331. CTS placed an instance of sky130_fd_sc_hd__clkbuf_8 at the clock tree root.

Area fraction in compound gates landed at 11.5%. Among the non-sequential cells, simple AND/OR/NAND/NOR gates take the most area. The mapped netlist covers 2310 um2.

At the worst endpoint, the arrival time is 2.53 ns. Post-CTS setup repair buffer count landed at 0. Looking at the hold checks, the worst path lands on uut1.clk_tick[10].

The critical path starts at parity_type[0]. Global routing used 11.1% of the available tracks across all layers. Count of unique library cells instantiated by Yosys landed at 53. Transition at the pin with the smallest max-transition slack landed at 0.799 ns.

Total overflow reported by the global router landed at 0. Iteration tally of the first detailed-router pass landed at 3. Static leakage landed at 0.00106 uW.

Core region area landed at 7370 um2. Counting flops with an async set or reset pin after synthesis yields a share of 68.4%. In this run the horizontal extent of the chip is 89.8 um. Count of endpoints without a timing constraint landed at 47. After detailed placement, the design holds a cell count of 328. Total cell area reported by yosys after synthesis landed at 2310 um2. Average wire per cell in the routed design landed at 12.5 um. Cell count of the worst hold path landed at 1. Clock group share of total power landed at 42.5%. Number of antenna violations at the first check in global routing landed at 0.

Antenna cell count landed at 0. Across all register-to-register paths, the minimum setup slack is 3.25 ns. For this design, the CTS-stage hold fixing added 0 buffers. The startpoint identified for the worst register-to-register timing path is uut1.clk_tick[2]. Per the synthesis report, the dominant area consumer among library cells is sky130_fd_sc_hd__dfrtp_1. Of the post-synthesis cell area, the dominant cell type holds 28.1%. As logged by OpenROAD, the buffers inserted on ports number 16. The final hold violation count recorded for this run is 0.

Final max-slew violation count landed at 0. The first global-routing pass estimated 7360 um of wire. Xor-xnor portion of the synthesized cell area landed at 9.04%. The synth_stat.txt file lists the number of cells as 214. Among all flip-flop cells after synthesis, the most frequent one is sky130_fd_sc_hd__dfrtp_1. The most numerous cell type found on the critical path is sky130_fd_sc_hd__clkdlybuf4s50_1.

Measured against its own limit, the worst slew margin works out to 46.6%. Multiplexer cells account for 6.28% of the synthesized area. Part of the cycle the worst path needs landed at 71.6%. Internal power of the cells landed at 162 uW. The power report shows net switching accounting for 22.0% of the total.

OpenROAD emitted warnings numbering 29. Number of global-route vias before repair landed at 1529. In the final layout, the multi-input gates occupy 1230 um2. Sequential-to-total area share from yosys stat landed at 43.7%. Post-route setup TNS landed at 0 ns. For reference, the placement row count at floorplan is 31.

Derived from the worst setup path, the maximum achievable clock frequency is 285 MHz. Total die size landed at 8060 um2. Along the worst path, the maximum fanout reaches 2. Post-synthesis to final-layout area growth landed at 14.0%. Clock edge transition at the registers on the reported setup and hold paths landed at 0.05 ns.

For this run, the number of Yosys warnings is 3. Number of gates resized after CTS landed at 0. Synthesized area per cell landed at 10.8 um2. Number of top-level pins landed at 17. The synthesis report lists the most area-consuming cells as sky130_fd_sc_hd__dfrtp_1 (28%), sky130_fd_sc_hd__edfxtp_1 (16%), sky130_fd_sc_hd__ha_1 (8.1%), sky130_fd_sc_hd__xnor2_1 (5.3%), sky130_fd_sc_hd__mux2_1 (3.9%). The timer found 26 register pins that no clock reaches; their paths are not timed.

The largest single stage delay on the critical path is 0.48 ns. Adder-cell share of the synthesized area landed at 8.12%. The slowest stage of the critical path belongs to the cell sky130_fd_sc_hd__clkdlybuf4s50_1. Setup repair after global routing left no endpoint under its margin. Total wire length after detailed routing landed at 4150 um. Detailed-route iteration 0 reported a violation count of 73. Ratio of cells with drive above 1 in the final layout landed at 7.33%. The worst register-to-register path ends at uut1.baud_clk. Number of buffers between clock root and the deepest sink landed at 2. Per the cell usage report, the commonest logic cell in the layout is sky130_fd_sc_hd__dfrtp_1. Final estimated routing congestion in global placement landed at 0.803. Synthesized instance count landed at 214.

Power density relative to cell area landed at 78.9 nW/um2. Sequential fraction of design power landed at 48.0%. Tally of nets with antenna violations remaining after routing landed at 0.

Pin count of the biggest net entering global routing landed at 29. TritonCTS built the clock tree. Worst slack on hold paths landed at 0.495 ns. Reported net switching power landed at 45.7 uW. Number of inserted filler cells in the final layout landed at 731.

Per the CTS log, the maximum H-tree level is 1. In this run the VDD rail shows a maximum IR drop of 0.0000694 V. At the floorplan stage, the core utilization is reported as 31.4%. Number of maximum-capacitance constraint violations landed at 0. Count of final setup violators landed at 0. STA shows the worst reg2reg path with a cell count of 4. Clock latency at the later pin of the worst-skew pair landed at 0.24 ns. By instance count after routing, the leading logic cell types are sky130_fd_sc_hd__dfrtp_1 (26), sky130_fd_sc_hd__a21oi_1 (16), sky130_fd_sc_hd__clkdlybuf4s50_1 (16).
-- power groups by stage --
| stage | sequential (uW) | combinational, uW | clock, uW |
|---|---|---|---|
| after CTS | 99.7 | 20.3 | 89.7 |
| after global routing | 99.5 | 22.5 | 96.2 |
| final | 99.7 | 19.8 | 88.4 |
-- logic make-up after synthesis --
group,count (synthesis)
DFF,38
adders and majority gates,15
buffers and inverters,16
AOI/OAI and AO/OA,40
xor gates and xnor gates,23
and+or+nand+nor,69
muxes,13
-- stage by stage --
step | cell area, um2 | util [%] | setup slack (ns)
3_5_place_dp | 2590 | 35.2 | 1.39
4_1_cts | 2640 | 35.8 | 1.38
2_1_floorplan | 2310 | - | 2.39
6_report | 2640 | 35.8 | 1.39
3_3_place_gp | 2590 | 35.2 | 1.42
5_1_grt | 2640 | 35.8 | 1.28
-- cell type report --
| cell class | instances | share of cell area, % |
|---|---|---|
| repair buffers | 19 | 6.93 |
| clock buffers | 3 | 1.57 |
| flip-flops and latches | 38 | 38.4 |
| well taps | 99 | 4.70 |
| inverters | 12 | 1.71 |
| multi-input cells | 160 | 46.7 |
-- synth_stat cells (3+ instances only) --
library cell	number
sky130_fd_sc_hd__nand2_1	15
sky130_fd_sc_hd__edfxtp_1	12
sky130_fd_sc_hd__xnor2_1	14
sky130_fd_sc_hd__and3_1	3
sky130_fd_sc_hd__o31ai_1	4
sky130_fd_sc_hd__nand4_1	8
sky130_fd_sc_hd__dfrtp_1	26
sky130_fd_sc_hd__nand3_1	3
sky130_fd_sc_hd__and4_1	3
sky130_fd_sc_hd__mux2_1	8
sky130_fd_sc_hd__ha_1	15
sky130_fd_sc_hd__o21ai_1	4
sky130_fd_sc_hd__xor2_1	8
sky130_fd_sc_hd__nor2_1	7
sky130_fd_sc_hd__mux2_2	4
sky130_fd_sc_hd__inv_1	12
sky130_fd_sc_hd__nand2b_1	7
sky130_fd_sc_hd__nand3b_1	3
sky130_fd_sc_hd__a21oi_1	16
-- critical path: cells and delay by family --
| family | cells | cell delay (ns) |
|---|---|---|
| AND/OR/NAND/NOR | 2 | 0.17 |
| multiplexers | 1 | 0.12 |
| adder cells (fa/ha/maj) | 1 | 0.26 |
| buffers and inverters | 3 | 1.00 |
-- metal layers --
| metal | part of all wire (%) | vias to the layer above | global-route usage (%) |
|---|---|---|---|
| li1 | - | 822 | - |
| met2 | 45 | 26 | 17.1 |
| met1 | 50 | 796 | 17.5 |
| met3 | 3.6 | 5 | 1.89 |
| met5 | 0 | - | 0 |
| met4 | 0.92 | 0 | 0.820 |
-- registers in the layout (all words and copies together), names as in the netlist --
signal,flops
uut3.idx,4
uut3.oversample_cnt,4
uut1.baud_clk,1
uut1.clk_tick,11
uut3.current_state,1
uut3.recieve_flag,1
uut3.out,8
uut3.frame,8
-- how the worst max path moves through the flow --
stage	to	slack [ns]	cells past startpoint
6_report	parity_bit	1.39	7
4_1_cts	parity_bit	1.38	7
5_1_grt	parity_bit	1.28	6
Power figures rest on the tool's default switching activity, not on a simulated workload.
