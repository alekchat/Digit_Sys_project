**flow/run.sh**
```bash
#!/bin/bash
# OpenROAD 26Q1-2900-gdf79404cd8, Yosys 0.63+post, stock flow scripts
make -C /OpenROAD-flow-scripts/flow DESIGN_CONFIG=/design/flow/config.mk WORK_HOME=/design/flow/orfs finish
```
**flow/config.mk**
```make
export PLATFORM = sky130hd
export DESIGN_NAME = UART_TX_top_module
export DESIGN_NICKNAME = UART_TX_top_module
export VERILOG_FILES = /design/flow/design.v
export SDC_FILE = /design/flow/constraint.sdc
export NUM_CORES = 4
export LEC_CHECK = 1
export CORE_AREA = 10 10 105 105
export DIE_AREA = 0 0 115 115
```
**flow/constraint.sdc**
```tcl
current_design UART_TX_top_module

set clk_period 3.7
set clk_io_pct 0.2

create_clock -name clk0 -period $clk_period [get_ports {clk}]

set non_clock_inputs [all_inputs -no_clocks]
set_input_delay [expr $clk_period * $clk_io_pct] -clock clk0 $non_clock_inputs
set_output_delay [expr $clk_period * $clk_io_pct] -clock clk0 [all_outputs]
```
**flow/design.v**
```verilog
`timescale 1ns / 1ps
module Baud_Gen(
                    input wire reset,
                    input wire clk,
                    input wire [1:0] baud_rate,
                    output reg baud_clk
                );
    reg [10:0] clk_tick;
    reg [10:0] final_val;
    always @(*)
    begin
        case(baud_rate)
        0: final_val = 11'd651;    
        1: final_val = 11'd326;     
        2: final_val = 11'd163;     
        3: final_val = 11'd81;     
        default: final_val = 11'd0;
     endcase 
     end
     always @(negedge reset, posedge clk)
     begin
        if(!reset)
        begin
            clk_tick <= 11'd0;
            baud_clk <= 1'b0;
        end
        else
        begin
            if (clk_tick == final_val)
            begin
                clk_tick <= 11'b0;
                baud_clk <= ~baud_clk;
            end 
            else
            begin
                clk_tick <= clk_tick + 1'd1;
                baud_clk <= baud_clk;
            end 
        end 
    end 
endmodule
`timescale 1ns / 1ps
module Parity_check(
                    input wire reset,
                    input wire [7:0] din,
                    input wire [1:0] parity_type,
                    output reg parity_bit
    );
    always @(*)
    begin
        if(!reset) parity_bit = 1'b1;
        else
        begin
            case (parity_type)
            2'b01: parity_bit = ~^din;   
            2'b10: parity_bit = ^din;   
            default: parity_bit = 1'b1;
            endcase
        end 
    end
endmodule
`timescale 1ns / 1ps
module UART_TX_top_module(  input wire reset,
                            input wire clk,
                            input wire [1:0] baud_rate,
                            input wire [7:0] din,
                            input wire [1:0] parity_type,
                            input wire enable,
                            output wire sending,
                            output wire out);
    wire baud_clk;
    wire parity_bit;
    Baud_Gen uut1 (
                    .reset(reset),
                    .clk(clk),
                    .baud_rate(baud_rate),
                    .baud_clk(baud_clk)
                  ); 
    Parity_check uut2 (
                        .reset(reset),
                        .din(din),
                        .parity_type(parity_type),
                        .parity_bit(parity_bit)                           
                      );    
    uart_tx uut3 (
                    .baud_clk(baud_clk),
                    .din(din),
                    .enable(enable),
                    .reset(reset),
                    .sending(sending),
                    .out(out),
                    .parity_bit(parity_bit)                   
                 );        
endmodule
`timescale 1ns / 1ps
module uart_tx(input wire baud_clk,
               input wire [7:0] din,
               input wire enable,
               input wire reset,
               input wire parity_bit,
               output reg sending,
               output reg out
);
  reg current_state;
  parameter idle = 1'b0, send = 1'b1;
  reg [10:0] frame = 11'b0;
  reg [3:0] idx = 4'b0;
  reg [3:0] oversample_cnt = 4'b0;  
  always @ (posedge baud_clk or negedge reset)
    begin
      if(!reset) begin
        current_state <= idle;
        sending <= 1'b0;
      	out <= 1'b1;
        idx <= 4'b0;
        oversample_cnt  <= 4'd0;
    	end else begin
      case (current_state)
        idle: begin
          sending <= 1'b0;
          out <= 1'b1;
          idx <= 4'b0;
          oversample_cnt  <= 4'd0;
          if(enable) begin
            frame <= {1'b1, parity_bit, din, 1'b0};
            sending <= 1'b1;
            current_state <= send;
          end
        end
        send: begin
          sending <= 1'b1;
          if(oversample_cnt == 4'd15) begin
            oversample_cnt <= 4'b0;
            if(idx == 11) begin
                current_state <= idle;
            end else begin
                out <= frame[idx];
                idx <= idx + 1;
            end
          end else begin
            oversample_cnt <= oversample_cnt + 1;
          end
          end
      default: begin
        current_state <= idle;
      end
      endcase
    end
    end
endmodule
```
==> run notes <==
Reports from this run.

- The final weighted congestion recorded by global placement is 0.794.
- The number of maximum-capacitance violations reads 0.
- Leaving out fill and tap cells, the most frequent cells in the layout are 22 x dfrtp_1, 17 x nor2_1, 16 x clkdlybuf4s50_1, 13 x xnor2_1, 10 x edfxtp_1.
- The sink of the worst hold path is uut1.clk_tick[10]$_DFF_PN0_.
- The number of I/O pins is 17.
- The maximum number of pins on one net before global-route repair reads 23.
- The master of the slowest instance on the critical path is clkdlybuf4s50_1.
- Traced cell by cell, the critical path runs through clkdlybuf4s50_1 -> or3b_1 -> a21oi_1 -> a21oi_1 -> a2111oi_2 -> buf_4 -> and2b_2.
- The distinct cell type count of the synthesized netlist is 38.
- The clock transition at the registers of the reported paths is 0.05 ns.
- The die span in x is 115 um.
- The layout overhead on the synthesized area is 20.0%.
- The number of pins exceeding their max-slew limit in the final report reads 0.
- The all-layer global routing usage is 4.10%.
- Setup repair after global routing left no endpoint under its margin.
- The slew of the pin with the lowest slew margin is 0.777 ns.
- The maximum fanout along the worst path reads 11.
- The cell that appears most often on the critical path is a21oi_1.
- The clock period minus worst slack reads 2.52 ns.
- The biggest area contributor in the post-synthesis netlist is dfrtp_1.
- During placement, the flow inserted port buffers numbering 16.
- The final clock period utilization by the worst path is 68.1%.
- The relative max-transition margin reads 48.0%.
- The total number of vias reads 1055.
- The total of endpoints with negative setup slack in the final report reads 0.
- The global-route wire length before repair reads 4.71 mm.
- The launch point of the critical path is baud_rate[1].
- For this configuration, the core starts out at a cell density of 19.0%.
- The total number of placement rows reads 34.
- The post-CTS hold buffer count recorded in the log is 0.
- The number of cells after detailed placement reads 270.
- Across the VDD grid, the largest voltage drop is 0.109 mV.
- The power per unit of standard cell area is 160 nW/um2.
- The post-synth area from yosys stat is 1670 um2.
- The area share of the largest cell type after synthesis is 33.0%.
- The number of CTS-inserted buffers is 3.
- Hold analysis shows the worst path with a depth of 1.
- The layout stage reports a final design area of 2000 um2.
- The netlist area before placement is 1670 um2.
- The run finished with clean final reports.
- The via count of the first global-routing pass was 1057.
- The cell count after synthesis is 148.
- The start point of the worst hold path reads uut1.clk_tick[10]$_DFF_PN0_.
- The clock latency reported for the late side of the worst-skew pair reads 0.24 ns.
- The total number of H-tree levels is 1.
- The leftover overflow at the end of global routing is 0.
- TritonCTS built the clock tree.
- The count of routing violations after the opening detailed-route iteration reads 38.
- The element type at the critical path end reads a flip-flop.
- The final worst setup slack reads 1.18 ns.
- The final worst clock skew reads 0.000666 ns.
- Per the detail_route report, inserted antenna diodes total 0.
- Leaving out fill and tap cells, the most frequent cell in the layout is dfrtp_1.
- Post-CTS timing repair inserted 0 buffers for setup.
- The terminus of the critical flop-to-flop path reads uut1.clk_tick[1]$_DFF_PN0_.
- The type of the worst min-delay path reads flip-flop to flip-flop.
- The total die size reads 13200 um2.
- For this run, the detailed router's first-pass iteration total came to 4.
- The number of unconstrained endpoints is 32.
- The launching point of the worst reg2reg path reads uut1.clk_tick[0]$_DFF_PN0_.
- The highest clock rate reads 397 MHz.
- The post-route netlist has 6.63% of its cells at a drive strength greater than 1.
- The floorplan core area reads 8760 um2.
- The warning tally printed by Yosys for this design is 3.
- The post-placement cell area is 1950 um2.
- The routed wire length per instance is 9.54 um.
- The share of synthesized area occupied by flip-flops and latches is 52.6%.
- STA puts the critical path data required time at 3.83 ns.
- The via density per instance reads 3.85.
- The longest individual stage delay on the worst path is 0.51 ns.
- By area the synthesized netlist is led by dfrtp_1 33%, edfxtp_1 18%, xnor2_1 6.8%, xor2_1 4.2%, nor2_1 3.8%.
- The deepest clock path buffer count reads 2.
- The HPWL reported at the end of detailed placement reads 2.08 mm.
- The slack of the worst reg-to-reg path is 1.77 ns.
- The total tool warning count is 26.
- The number of cell instances after yosys synthesis is 148.
- The critical path launch point type is a primary input.
- The leakage power summed over all cells is 0.734 nW.
- The non-filler instance count after layout reads 274.
- The number of antenna violations at the first check in global routing is 0.
- The gate family responsible for the most delay along the worst path reads buffers and inverters.
- The total DRC errors in the routed layout is 0.
- The type of the worst setup path reads primary input to flip-flop.
- The timer found 21 register pins that no clock reaches; their paths are not timed.
- The die height reads 115 um.
- CTS placed an instance of clkbuf_8 at the clock tree root.
- The average cell area after synthesis reads 11.3 um2.
- For the worst setup path, the data arrival time is 2.65 ns.
- The number of cells on the worst reg-to-reg path is 5.
- The wire length after detailed routing is 2.61 mm.
- The number of gates resized after CTS is 0.
- The number of buffer and inverter stages on the critical path is 2.
- The remaining antenna violation count after routing reads 0.
- Per the final timing report, the hold violations number 0.
- The worst slack after detailed placement reads 0.926 ns.
- Adding up every negative setup slack in the final design gives 0 ns.
- The post-synthesis sequential element count is 33.
==> synthesized netlist by cell type (all sizes together) <==
master,count
nor4b,1
inv,5
buf,3
edfxtp,10
nor2b,2
a31oi,2
o21ai,4
or3,1
dfrtp,22
o211a,1
nand3,6
xnor2,13
nor3b,3
nand2b,1
nor2,17
ha,5
a2111oi,1
a21oi,4
or3b,1
xor2,9
mux4,1
and2b,1
conb,1
clkbuf,1
and2,6
nand3b,3
nor3,2
mux2i,5
dfstp,1
a311oi,1
and3b,1
or4,1
nand2,8
o22ai,1
and3,2
nand4,2
==> worst max-delay path by stage <==
| stage | to | slack [ns] | cells past startpoint |
|---|---|---|---|
| final | uut1.clk_tick[1]$_DFF_PN0_ | 1.18 | 7 |
| after CTS | uut1.clk_tick[1]$_DFF_PN0_ | 1.17 | 5 |
| after global routing | uut1.clk_tick[1]$_DFF_PN0_ | 1.05 | 7 |
==> stage by stage <==
| stage | hold WS, ns | util [%] | power, mW |
|---|---|---|---|
| global placement | 0.491 | 22.2 | 0.184 |
| floorplan | 0.444 | - | 0.157 |
| global route | 0.543 | 22.8 | 0.338 |
| CTS | 0.500 | 22.8 | 0.325 |
| finish | 0.497 | 22.8 | 0.319 |
| detailed placement | 0.490 | 22.2 | 0.184 |
==> report_power, final <==
group          total (mW)  switching (mW)  leakage [nW]  internal (mW)
sequential          0.134               0         0.361          0.134
clock               0.139          0.0448        0.0288         0.0937
combinational      0.0465          0.0204         0.344         0.0262
total               0.319          0.0652         0.734          0.254
==> state kept, by name (all words and copies together), names as in the netlist <==
signal and count:
uut1.clk_tick 11, uut3.frame 10, uut3.idx 4, uut3.oversample_cnt 4, uut1.baud_clk 1, uut3.current_state 1, uut3.out 1, uut3.sending 1
==> layout make-up <==
cell class	count	area [um2]
flip-flops and latches	33	877
well taps	108	135
multi-input cells	106	741
repair buffers	18	175
inverters	5	18.8
fillers	940	6760
clock buffers	4	55.1
==> kinds of logic after synthesis <==
logic type | share of synthesized area, %
XOR/XNOR | 12.0
AND/OR/NAND/NOR | 18.5
buffers and inverters | 3.00
adder cells (fa/ha/maj) | 3.75
multiplexers | 4.35
other | 0.225
AND-OR/OR-AND | 5.55
flip-flops | 52.6
==> metal layers <==
layer	vias up	wire length (um)	GRT usage, %	part of all wire (%)
met5	-	0	0	0
met4	0	0	0.330	0
li1	544	-	-	-
met3	0	65	0.738	2.5
met2	19	1120	6.34	43
met1	492	1430	6.13	55
Power figures rest on the tool's default switching activity, not on a simulated workload.
